<file path="./constraint.sdc">
current_design stop_watch_if_2

set clk_period 5.6
set clk_io_pct 0.2

create_clock -name clk0 -period $clk_period [get_ports {clk}]

set non_clock_inputs [all_inputs -no_clocks]
set_input_delay [expr $clk_period * $clk_io_pct] -clock clk0 $non_clock_inputs
set_output_delay [expr $clk_period * $clk_io_pct] -clock clk0 [all_outputs]
</file>
<file path="./run.sh">
#!/bin/bash
# OpenROAD 26Q1-2900-gdf79404cd8, Yosys 0.63+post, stock flow scripts
make -C /OpenROAD-flow-scripts/flow DESIGN_CONFIG=/design/flow/config.mk WORK_HOME=/design/flow/orfs finish
</file>
<file path="./design.v">
module stop_watch_if_2
   (
    input wire clk,
    input wire go, clr, direc,
    output wire [3:0] d3, d2, d1, d0  
   );
   localparam  DVSR = 10000000;
   reg [23:0] ms_reg;
   wire [23:0] ms_next;
   reg [3:0] d3_reg, d2_reg, d1_reg, d0_reg; 
   reg [3:0] d3_next, d2_next, d1_next, d0_next; 
   wire ms_tick;
   always @(posedge clk)
   begin
      ms_reg <= ms_next;
      d3_reg <= d3_next;  
      d2_reg <= d2_next;
      d1_reg <= d1_next;
      d0_reg <= d0_next;
   end
   assign ms_next = (clr || (ms_reg==DVSR && go)) ? 4'b0 :
                    (go) ? ms_reg + 1 :
                           ms_reg;
   assign ms_tick = (ms_reg==DVSR) ? 1'b1 : 1'b0;
   always @*
   begin
      d0_next = d0_reg;
      d1_next = d1_reg;
      d2_next = d2_reg;
      d3_next = d3_reg; 
      if (clr)
         begin
            d0_next = 4'b0;
            d1_next = 4'b0;
            d2_next = 4'b0;
            d3_next = 4'b0; 
         end
      else if(direc)
        begin
          if (ms_tick)
             if (d0_reg != 9)
                d0_next = d0_reg + 1;
             else               
                begin
                   d0_next = 4'b0;
                   if (d1_reg != 9)
                      d1_next = d1_reg + 1;
                   else        
                      begin
                         d1_next = 4'b0;
                         if (d2_reg != 5) 
                            d2_next = d2_reg + 1;
                         else  
                            begin
                                d2_next = 4'b0;
                                if(d3_reg != 9) 
                                    d3_next = d3_reg + 1;
                                else  
                                    d3_next = 4'b0;
                            end 
                      end
                end
          end
        else
            begin
                if (ms_tick)
                 if (d0_reg != 0)
                    d0_next = d0_reg - 1;
                 else               
                    begin
                       d0_next = 4'b1001;
                       if (d1_reg != 0)
                          d1_next = d1_reg - 1;
                       else        
                          begin
                             d1_next = 4'b1001;
                             if (d2_reg != 0)
                                d2_next = d2_reg - 1;
                             else  
                                begin
                                    d2_next = 4'b0101;
                                    if(d3_reg != 0)
                                        d3_next = d3_reg - 1;
                                    else  
                                        d3_next = 4'b1001;
                                end 
                          end
                    end
            end
   end
   assign d0 = d0_reg;
   assign d1 = d1_reg;
   assign d2 = d2_reg;
   assign d3 = d3_reg; 
endmodule
</file>
<file path="./config.mk">
export PLATFORM = sky130hd
export DESIGN_NAME = stop_watch_if_2
export DESIGN_NICKNAME = stop_watch_if_2
export VERILOG_FILES = /design/flow/design.v
export SDC_FILE = /design/flow/constraint.sdc
export NUM_CORES = 4
export LEC_CHECK = 1
export CORE_UTILIZATION = 30
</file>
==> impl_metrics.csv <==
group,metric,value,unit
floorplanning,dieWidth,91.0,µm
layout,design_area,2640,µm²
pwr,switching_share,22.4,%
layout,largest_reg_flops,24,
synthesis,ys_seq_share,33.7,%
synthesis,top_cell,"nor2_1",
clocking,cts_buffer_depth,2,
clocking,htree_levels,2,
synthesis,yosys_cells,298,
floorplanning,die_h,91.0,µm
critical_path,arrival,3.21,ns
detailed_routing,vias,1977,
critical_path,crit_fanout,38,
synthesis,syn_area_per_cell,7.96,µm²
synthesis,syn_area,2370,µm²
detailed_routing,initialDrtViolationCount,51,
detailed_routing,drt_wl_total,4550,µm
sta,min_period,3.02,ns
synthesis,yosysUniqueCellTypes,50,
global_route,track_usage,11.5,%
detailed_routing,n_antenna_cell,0,
job,warning_count,26,
synthesis,ys_ff,40,
global_route,grt_max_degree,39,
clocking,ctsResizeCount,0,
synthesis,ys_top_cells_by_count,"nor2_1 (45), dfxtp_1 (40), nand2_1 (21), xnor2_1 (17), nand3_1 (16)",
detailed_routing,via_per_inst,4.88,
clocking,hold_buffers,0,
synthesis,yosysWarnings,1,
pwr,total_leakage_power,0.856,nW
pwr,pwr-share-clk,38.6,%
synthesis,netlist_instances,298,
layout,seqCellArea,801,µm²
clocking,post_cts_buffers,0,
clocking,cts_sinks,40,
clocking,cts_tree,"done",
sta,finalMaxSlewViolations,0,
layout,drive_gt1_share,4.62,%
pwr,internal-power,397,µW
synthesis,yosys.area.top_type,"dfxtp_1",
layout,synthToLayoutAreaGrowth,11.3,%
pwr,powerDensity,194,nW/µm²
placed_design,dp_hpwl,3090,µm
pwr,p_sw,115,µW
synthesis,top_area_share,33.7,%
global_route,busiest_layer,"met2",
global_route,met1_usage,16.9,%
sta,setup-violations-final,0,
clocking,clock_latency,0.29,ns
clocking,path_clk_slew,0.08,ns
sta,period_used_share,53.9,%
global_route,grt_use_met2,18.8,%
clocking,cts_root_buffer,"clkbuf_8",
job,cap_violations,0,
global_route,grt_pass1_vias,1716,
clocking,cts_inserted_buffers,5,
synthesis,area_leaders,"dfxtp_1 (34%), nor2_1 (7.1%), xnor2_1 (6.3%)",
layout,post-route-util,34.4,%
global_route,antenna_found_initial,0,
critical_path,cp-start-kind,"primary input",
sta,hold_ws,0.507,ns
critical_path,critical_path_class,"in -> reg",
floorplanning,num_rows,32,
critical_path,cp-end-kind,"flip-flop",
global_route,grt-ovfl-total,0,
sta,skew,0.00819,ns
sta,fmax,331,MHz
placed_design,port_buffers,19,
synthesis,edf_count,0,
layout,n_fill_cell,802,
placed_design,placed_area,2550,µm²
critical_path,cp.required,5.79,ns
synthesis,synthFlopType,"dfxtp_1",
placed_design,gp_congestion,0.790,
pwr,peakVddDrop,0.131,mV
floorplanning,io_pins,20,
sta,worstMarginPinSlew,0.737,ns
layout,logic_area,1390,µm²
critical_path,crit_start,"direc",
pwr,finalPower,512,µW
sta,rsz0062_at_grt,"false",
sta,setup_tns,0,ns
pwr,seq_power_share,56.2,%
detailed_routing,drtAntennaViolNets,0,
floorplanning,core_area,7690,µm²
global_route,grt_pass1_wl,7930,µm
pwr,pwr-share-comb,5.2,%
synthesis,async_reset_ff_share,0,%
floorplanning,fp_util,30.9,%
sta,hold_violations,0,
hold_path,min-delay-start,"ms_reg[20]",
global_route,grt_use_met3,1.87,%
sta,slew_headroom,50.8,%
critical_path,r2r-start,"ms_reg[0]",
detailed_routing,wl_per_cell,11.2,µm
detailed_routing,remaining_drc_errors,0,
synthesis,ys_area,2370,µm²
detailed_routing,drtPass1Iterations,4,
hold_path,hold_class,"reg -> reg",
status,outcome,"finished, final reports clean",
floorplanning,die_area,8270,µm²
-- per-stage QoR --
stage / setup slack [ns] / std cells
after floorplan: 3.06 / 298
after global placement: 2.34 / 397
after detailed placement: 2.29 / 397
after CTS: 2.60 / 405
after global routing: 2.40 / 405
final: 2.58 / 405
-- cells in the final DEF, fill, tap and decap left out, types with 2 or more instances in the layout --
cell type,n
and3_1,6
o2bb2ai_1,2
mux2i_1,4
clkdlybuf4s50_1,19
a221oi_1,2
and4_1,6
a211oi_1,4
or2b_1,2
o21bai_1,3
ha_1,2
nor3_1,5
a31oi_1,5
nand2_1,21
nand4_1,7
nor2_1,45
xor2_1,14
o22ai_1,2
clkbuf_1,2
o21ai_0,13
a311oi_1,3
clkbuf_8,6
or3_1,5
xnor2_1,17
dfxtp_1,40
inv_1,9
nor4_1,7
nand2b_1,4
nand3_1,16
a21oi_1,15
-- power by group through the flow --
stage     sequential [mW]  clock (mW)  combinational, mW
4_1_cts             0.287       0.206             0.0271
5_1_grt             0.288       0.215             0.0308
6_report            0.287       0.198             0.0267
-- cells by family after synthesis --
kind of cell / Yosys count / share of synthesized area [%]
xor gates and xnor gates: 31 / 11.4
DFF: 40 / 33.7
AOI/OAI and AO/OA: 56 / 15.7
buffers and inverters: 32 / 7.59
and+or+nand+nor: 133 / 28.8
adders and majority gates: 2 / 1.05
muxes: 4 / 1.69
-- metal layers --
metal  vias up  wire [µm]
met5         -          0
met4         0         48
met3         5        142
met2        23       2010
met1       898       2350
li1       1051          -
-- final cells by class --
type / instances / share of cell area, %
Tap cell: 102 / 4.83
Sequential cell: 40 / 30.3
Timing Repair Buffer: 20 / 7.48
Multi-Input combinational cell: 226 / 52.7
Inverter: 9 / 1.28
Clock buffer: 8 / 3.41
-- path summary, 6_finish.rpt --
check / depth (start not counted) / to / slack [ns]
max: 7 / d3_reg[2] / 2.58
min: 2 / ms_reg[20] / 0.51
max reg2reg: 7 / ms_reg[19] / 3.27
min reg2reg: 2 / ms_reg[20] / 0.51
-- worst max-delay path, cell delays in order --
cell             delay [ns]
clkdlybuf4s50_1        0.40
buf_4                  0.24
or3_1                  0.39
a211oi_4               0.28
and4_1                 0.41
a21oi_1                0.11
a311oi_1               0.26
Power is estimated from default activity; no workload was simulated.
