===== ./design.v =====
module counter
    (
    input clk,
    input wire reset,
    input wire seq_count,
    input wire max_tick,
    output reg [3:0] count0_reg, count1_reg, count2_reg, count3_reg,
    output reg pause_clk
    );
    reg [3:0] count0_next, count1_next, count2_next, count3_next;
    reg pause_clk_next;
    always @(posedge clk)
    begin
        if(reset)
        begin
            count0_reg <= 4'b0;
            count1_reg <= 4'b0;
            count2_reg <= 4'b0;
            count3_reg <= 4'b0;
            pause_clk  <= 1'b0;
        end 
        else
        begin   
            count0_reg <= count0_next;
            count1_reg <= count1_next;
            count2_reg <= count2_next;
            count3_reg <= count3_next;
            pause_clk <= pause_clk_next;
        end
    end 
    always @*
    begin
        count0_next = count0_reg;
        count1_next = count1_reg;
        count2_next = count2_reg;
        count3_next = count3_reg;
        pause_clk_next = pause_clk;
        if(max_tick)
            pause_clk_next = 1'b1;
        else if(seq_count && !pause_clk)
        begin
            if (count0_reg != 15)
                count0_next = count0_reg + 1;
            else
            begin
                count0_next = 4'b0;
                if (count1_reg != 15)
                    count1_next = count1_reg + 1;
                else       
                begin
                    count1_next = 4'b0;
                    if (count2_reg != 15)
                        count2_next = count2_reg + 1;
                    else
                    begin
                        count2_next = 4'b0;
                        if(count3_reg != 15)
                            count3_next = count3_reg + 1;
                        else
                            count3_next = 4'b0;
                    end 
                end
            end
        end
    end
endmodule

===== ./run.sh =====
#!/bin/bash
# OpenROAD 26Q1-2900-gdf79404cd8, Yosys 0.63+post, stock flow scripts
make -C /OpenROAD-flow-scripts/flow DESIGN_CONFIG=/design/flow/config.mk WORK_HOME=/design/flow/orfs finish

===== ./config.mk =====
export PLATFORM = sky130hd
export DESIGN_NAME = counter
export DESIGN_NICKNAME = counter
export VERILOG_FILES = /design/flow/design.v
export SDC_FILE = /design/flow/constraint.sdc
export NUM_CORES = 4
export LEC_CHECK = 1
export CORE_AREA = 10 10 70 70
export DIE_AREA = 0 0 80 80

===== ./constraint.sdc =====
current_design counter

set clk_period 3.1
set clk_io_pct 0.2

create_clock -name clk0 -period $clk_period [get_ports {clk}]

set non_clock_inputs [all_inputs -no_clocks]
set_input_delay [expr $clk_period * $clk_io_pct] -clock clk0 $non_clock_inputs
set_output_delay [expr $clk_period * $clk_io_pct] -clock clk0 [all_outputs]

==> flow_summary_export.csv <==
group,metric,value,unit
outcome,outcome,"finished, final reports clean",
placed_design,dp_hpwl,1340,um
worst_hold_path,holdPathStages,1,
sta,finalCriticalPeriod,1970,ps
route,route.detailed.drc,0,
global_route,use_met1,7.71,%
sta,fmax,0.508,GHz
yosys,syn_avg_cell_area,9.93,sq um
yosys,ys_sh_xor,5.31,%
route,drtIter0Drc,37,
setup_path,worst_setup_path_start_kind,"primary input",
clocking,insertion_delay,290,ps
yosys,ys_seq_share,41.3,%
yosys,ys_top_logic_family,"simple AND/OR/NAND/NOR gates",
global_route,grt_overflow,0,
sta,tns,0,ps
worst_hold_path,hold_class,"reg -> reg",
clocking,cts_tree,"yes",
finish,drive_gt1_share,8.74,%
global_route,grt_antenna_before_repair,0,
global_route,grt_pass1_wl,3080,um
floorplanning,die_w,80,um
setup_path,worstPathArrival,2170,ps
floorplanning,rows,21,
setup_path,worstPathMaxFanout,6,
clocking,cts_made_buffers,3,
floorplanning,fp.dieArea,0.00640,sq mm
global_route,grt_max_degree,18,
yosys,ff_type,"dfxtp_1",
floorplanning,io_pins,21,
yosys,synth-compound-area-share,11.4,%
setup_path,reg2reg_from,"count1_reg[0]",
job,warnings,25,
setup_path,critical_path_class,"in -> reg",
power_and_ir_drop,p_leak,0.000393,uW
clocking,cts_hold_buffers,0,
clocking,cts-root-buf,"clkbuf_4",
global_route,grt_use_met2,8.27,%
placed_design,place_congestion,0.763,
setup_path,worstPathRequired,3300,ps
global_route,top_usage_layer,"met2",
yosys,ys_warn_count,1,
job,drv_cap,0,
floorplanning,fp_util,24.1,%
route,dr.pass1.iters,4,
setup_path,reg2regPathDepth,5,
sta,rsz0062_at_grt,"no",
yosys,netlist_instances,83,
yosys,adder_share,6.07,%
placed_design,place_area,0.00105,sq mm
yosys,ys_chip_area,825,sq um
global_route,first_global_vias,669,
sta,slew_viol_final,0,
yosys,synthArstFlopShare,0,%
route,wl,1760,um
sta,hold_viol,0,
yosys,yosysUniqueCellTypes,32,
yosys,yosysCellCount,83,
yosys,syn_area,825,sq um
clocking,post_cts_buffers,0,
power_and_ir_drop,ir_drop,0.000233,V
clocking,h-tree-depth,1,
floorplanning,fp.coreArea,0.00342,sq mm
power_and_ir_drop,power_density,333,mW/mm^2
sta,timing.final.crit_share,63.5,%
worst_hold_path,whs_endpoint,"count1_reg[3]",
floorplanning,die_h,80,um
sta,fin_skew,8.76,ps
yosys,mux_area_share,7.28,%
sta,worstMarginPinSlew,636,ps
finish,syn_to_final_growth,30.3,%
sta,slew_headroom,57.4,%
yosys,edf_count,0,
yosys,synth_top_area_share,41.3,%
power_and_ir_drop,p_total,358,uW
sta,finalSetupViolCount,0,
route,vias_per_cell,4.43,
clocking,ctsResizeCount,0,
yosys,yosys.area.top_type,"dfxtp_1",
setup_path,reg2reg_to,"count2_reg[3]",
clocking,clk_pin_slew_worst_paths,100,ps
clocking,cts.sinks,17,
yosys,ys_ff,17,
finish,fillers,365,
route,vias,660,
route,routedWlPerCell,11.8,um
route,ant_nets,0,
global_route,use_met3,3.30,%
sta,hold_ws,506,ps
setup_path,r2r_setup_slack,1410,ps
placed_design,port_buffers,20,
route,insertedDiodeCount,0,
yosys,yosys.area_share.simple,24.1,%
clocking,clockBufferDepth,2,
finish,fin_area,0.00107,sq mm
global_route,grt_usage,5.79,%
setup_path,worst_setup_path_end_kind,"register",
worst_hold_path,hold_start,"count1_reg[3]",
yosys,synthTopCellsByArea,"dfxtp_1, mux2i_1, ha_1, nor2_1, xor2_1",
[how the worst max path moves through the flow]
| stage | startpoint | endpoint | slack [ps] | cells after the start |
|---|---|---|---|---|
| CTS | max_tick | count2_reg[3] | 1150 | 5 |
| global route | max_tick | count2_reg[3] | 1070 | 5 |
| finish | max_tick | count2_reg[3] | 1130 | 5 |
[cell type report]
type	count	area, sq um	area share, %
Sequential cell	17	340	31.7
Timing Repair Buffer	20	200	18.6
Inverter	1	3.75	0.349
Multi-Input combinational cell	61	447	41.6
Clock buffer	4	26.3	2.44
Tap cell	46	57.6	5.36
[routing by layer]
layer  vias up  part of all wire (%)
met1       304                    49
met2        16                    40
met4         0                  0.51
li1        338                     -
met3         2                    11
met5         -                     0
[through the flow]
stage	util [%]	std cells	worst slack, ps
finish	31.5	149	1130
global route	31.5	149	1070
CTS	31.5	149	1150
detailed placement	30.7	145	847
global placement	30.7	145	891
floorplan	-	83	1410
[where the power goes]
group / total (uW) / internal, uW / switching, uW
clock: 118 / 50.0 / 67.7
sequential: 223 / 221 / 2.45
combinational: 16.9 / 10.2 / 6.61
[kinds of logic (layout without fill, tap and decap cells)]
logic type	after synthesis	after routing
XOR/XNOR	5	5
adder cells (fa/ha/maj)	4	4
flip-flops	17	17
AND-OR/OR-AND	12	12
buffers and inverters	5	25
AND/OR/NAND/NOR	34	34
multiplexers	6	6
[critical path, stage by stage]
cell             delay [ps]
clkdlybuf4s50_1         430
and4bb_4                400
and3_1                  310
a41oi_2                 160
a311oi_2                240
[synthesized netlist by cell type, drive strengths merged (2+ instances only)]
library cell / n
ha: 4
buf: 3
a21oi: 4
a41oi: 2
nor2: 13
nand2: 3
nand4: 3
nand3: 2
mux2i: 6
and2: 2
o21ai: 2
xnor2: 2
and3: 4
xor2: 3
dfxtp: 17
nor3: 2
[placed cells by master, fill, tap and decap left out, types with 3 or more instances in the layout]
master / instances
and3_1: 3
dfxtp_1: 17
a21oi_1: 4
clkdlybuf4s50_1: 20
nor2_1: 13
ha_1: 4
clkbuf_4: 3
xor2_1: 3
mux2i_1: 6
nand2_1: 3
Power and IR drop assume default switching activity.
