`./config.mk`:
```
export PLATFORM = sky130hd
export DESIGN_NAME = stop_watch_if
export DESIGN_NICKNAME = stop_watch_if
export VERILOG_FILES = /design/flow/design.v
export SDC_FILE = /design/flow/constraint.sdc
export NUM_CORES = 4
export LEC_CHECK = 1
export CORE_UTILIZATION = 40
```
`./constraint.sdc`:
```
current_design stop_watch_if

set clk_period 3.4
set clk_io_pct 0.2

create_clock -name clk0 -period $clk_period [get_ports {clk}]

set non_clock_inputs [all_inputs -no_clocks]
set_input_delay [expr $clk_period * $clk_io_pct] -clock clk0 $non_clock_inputs
set_output_delay [expr $clk_period * $clk_io_pct] -clock clk0 [all_outputs]
```
`./design.v`:
```
module stop_watch_if
   (
    input wire clk,
    input wire go, clr,
    output wire [3:0] d3, d2, d1, d0  
   );
   localparam  DVSR = 10000000;
   reg [23:0] ms_reg;
   wire [23:0] ms_next;
   reg [3:0] d3_reg, d2_reg, d1_reg, d0_reg; 
   reg [3:0] d3_next, d2_next, d1_next, d0_next; 
   wire ms_tick;
   always @(posedge clk)
   begin
      ms_reg <= ms_next;
      d3_reg <= d3_next;  
      d2_reg <= d2_next;
      d1_reg <= d1_next;
      d0_reg <= d0_next;
   end
   assign ms_next = (clr || (ms_reg==DVSR && go)) ? 4'b0 :
                    (go) ? ms_reg + 1 :
                           ms_reg;
   assign ms_tick = (ms_reg==DVSR) ? 1'b1 : 1'b0;
   always @*
   begin
      d0_next = d0_reg;
      d1_next = d1_reg;
      d2_next = d2_reg;
      d3_next = d3_reg; 
      if (clr)
         begin
            d0_next = 4'b0;
            d1_next = 4'b0;
            d2_next = 4'b0;
            d3_next = 4'b0; 
         end
      else if (ms_tick)
         if (d0_reg != 9)
            d0_next = d0_reg + 1;
         else               
            begin
               d0_next = 4'b0;
               if (d1_reg != 9)
                  d1_next = d1_reg + 1;
               else        
                  begin
                     d1_next = 4'b0;
                     if (d2_reg != 5) 
                        d2_next = d2_reg + 1;
                     else  
                        begin
                            d2_next = 4'b0;
                            if(d3_reg != 9) 
                                d3_next = d3_reg + 1;
                            else  
                                d3_next = 4'b0;
                        end 
                  end
            end
   end
   assign d0 = d0_reg;
   assign d1 = d1_reg;
   assign d2 = d2_reg;
   assign d3 = d3_reg; 
endmodule
```
`./run.sh`:
```
#!/bin/bash
# OpenROAD 26Q1-2900-gdf79404cd8, Yosys 0.63+post, stock flow scripts
make -C /OpenROAD-flow-scripts/flow DESIGN_CONFIG=/design/flow/config.mk WORK_HOME=/design/flow/orfs finish
```
==> ci_impl_report.md <==
### Yosys + OpenROAD results

| Metric | Value |
|---|---|
| Status | finished clean |
| Post-DR wirelength/cell | 12.1 µm |
| Worst endpoint required time | 3.62 ns |
| Synth area leaders | dfxtp_1 40%, xnor2_1 7.9%, nor2_1 6.0% |
| CP Data Arrival Time | 2.57 ns |
| CTS Buf Count | 5 |
| Core Util, Final | 48.9% |
| Tool Warnings | 26 |
| Element type at the critical path start | flip-flop |
| Mean Syn Cell Area | 8.71 µm² |
| Final tally of max-slew violations | 0 |
| Largest net degree at the start of global routing | 23 |
| H-tree level count | 2 |
| Relative slew slack | 57.5% |
| Critical path type | flip-flop to flip-flop |
| Cells after Synth | 229 |
| Late-Pin Clk Latency | 0.29 ns |
| Share of layout cells above drive strength 1 | 6.43% |
| Clock Skew | 0.00602 ns |
| Most frequent cells in the layout | 40 x dfxtp_1, 32 x nor2_1, 18 x xnor2_1, 18 x clkdlybuf4s50_1, 14 x a21oi_1 |
| Drt initial violations | 67 |
| Slew @ Worst Pin | 0.637 ns |
| Max Freq | 425 MHz |
| RSZ-0062 raised after global routing | false |
| Max reg flops | 24 |
| Die y size | 72.6 µm |
| Mean number of vias per cell | 5.15 |
| CP max-delay cell | or4_1 |
| VDD IR max | 0.000188 V |
| Setup bufs post-CTS | 0 |
| Remaining DRCs | 0 |
| Via count | 1628 |
| Sequential share of the synthesized area | 40.2% |
| Pwr per Cell Area | 349 mW/mm² |
| Hold-fix buffers, CTS | 0 |
| Die area | 0.00527 mm² |
| Post-Route WL | 3820 µm |
| Pleak | 0.711 nW |
| Post-Syn Area | 0.00199 mm² |
| Synthesis area per yosys | 0.00199 mm² |
| Drt pass-1 iters | 4 |
| Resized Gates After CTS | 0 |
| Placer Congestion | 0.770 |
| Vias in the first global route | 1453 |
| Floorplan core density | 41.9% |
| Row cnt | 25 |
| CP Capture Type | flip-flop |
| Final Cell Area | 0.00233 mm² |
| Placed cell area | 0.00224 mm² |
| Root Driver | clkbuf_8 |
| Crit path time final | 2.35 ns |
| Initial antenna violation count | 0 |
| Distinct lib cells | 40 |
| Pwr Total | 0.813 mW |
| Sink Count | 40 |
| Routed Antenna Nets | 0 |
| Core area | 0.00475 mm² |
| Ys flop type | dfxtp_1 |
| Post-synth ARST share | 0% |
| Chip Width | 72.6 µm |
| Comb area | 0.00114 mm² |
| Synth Warn # | 1 |
| Max-cap viol count | 0 |
| Setup violators final | 0 |
| CP max stage delay | 0.50 ns |
| Input/output buffers | 18 |
| CTS tree | done |
| I/O pin count | 19 |
| Ys flops | 40 |
| Critical Path, Cell by Cell | inv_1 -> ha_1 -> nor3b_1 -> nand4_4 -> or3_4 -> or4_1 -> a21oi_1 |
| Flop area | 801 µm² |
| Yosys Instances | 229 |
| Antenna cells | 0 |
| Top cell excl fill/tap | dfxtp_1 |
| TNS Setup | 0 ns |
| Final Hold Viols | 0 |
| GRT overflow | 0 |
| Worst hold path class | flip-flop to flip-flop |
| Crit-path max FO | 16 |
| Area leader, netlist | dfxtp_1 |
| Clock Pin Slew Worst Setup and Hold Paths | 0.07 ns |
| First-pass GRT wire length | 6690 µm |
| Number of enable flip-flop cells | 0 |
| GRT Total Usage | 16.0% |
| Area Overhead vs Synth | 16.7% |
| Area leader share | 40.2% |
| Final period util | 69.2% |
| Layout fillers | 481 |
| HPWL after DPL | 2560 µm |
| Max clock buf depth | 2 |
[worst paths after layout]
check,start,slack (ns),endpoint,cells after the start
worst max-delay path,ms_reg[0],1.05,d3_reg[2],7
worst min-delay path,d2_reg[0],0.50,d2_reg[0],2
worst max register to register,ms_reg[0],1.05,d3_reg[2],7
worst min register to register,d2_reg[0],0.50,d2_reg[0],2
[cell type report]
class                      instances  area share (%)
multi-input combinational        176            49.1
timing repair buffer              19            8.06
inverter                           6           0.968
sequential                        40            34.4
clock buffer                       8            3.87
tap                               67            3.60
[synthesized netlist by cell type (2+ instances only)]
cell type   n
mux2i_1     2
and4_1      3
nand3_1    10
xnor2_1    18
and3_1      5
or4_1       3
nand4_1     9
o21ai_0     7
dfxtp_1    40
buf_2       2
nor3_1      8
ha_1        2
nor2b_1     6
a21oi_1    14
nand2_1    13
clkbuf_1    5
inv_1       6
nand2b_1    3
nor4_1      5
nor2_1     32
nor4b_4     2
nand3b_1    2
xor2_1      7
nor3b_1     4
o31ai_1     3
or3_1       4
[worst max-delay path, delay by kind of cell, from the launching register on]
family	cells	cell delay [ns]
buffers and inverters	1	0.07
AND-OR/OR-AND	1	0.15
flip-flops	1	0.36
AND/OR/NAND/NOR	4	1.57
adder cells (fa/ha/maj)	1	0.14
[kinds of logic after synthesis]
group,count (synthesis),synth area share (%)
buffers and inverters,13,2.57
muxes,2,1.00
DFF,40,40.2
xor gates and xnor gates,25,11.0
and+or+nand+nor,119,36.1
AOI/OAI and AO/OA,28,7.91
adders and majority gates,2,1.25
[per-stage QoR]
| step | setup slack [ns] | cells | hold WS (ns) |
|---|---|---|---|
| 2_1_floorplan | 1.32 | 229 | 0.455 |
| 3_3_place_gp | 0.822 | 308 | 0.486 |
| 3_5_place_dp | 0.799 | 308 | 0.491 |
| 4_1_cts | 1.06 | 316 | 0.504 |
| 5_1_grt | 0.859 | 316 | 0.553 |
| 6_report | 1.05 | 316 | 0.502 |
[per-layer routing]
layer	up-vias	GRT usage, %	wire length [µm]
li1	852	-	-
met4	0	1.96	39
met5	-	0	0
met2	21	24.6	1670
met3	5	2.52	131
met1	750	24.9	1980
[power by group]
| group | total, mW | switching (mW) | internal [mW] | leakage (nW) |
|---|---|---|---|---|
| registers | 0.473 | 0.00280 | 0.470 | 0.322 |
| logic | 0.0209 | 0.0132 | 0.00768 | 0.343 |
| clock network | 0.319 | 0.154 | 0.165 | 0.0455 |
| total | 0.813 | 0.170 | 0.643 | 0.711 |
Power and IR drop assume default switching activity.
